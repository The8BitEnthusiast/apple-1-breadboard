==> design/flow/design.v <==
`timescale 1ns / 1ps
module ic_74173(
    input m,
    input n,
    input [3:0] d,
    output [3:0] q,
    input g1_n,
    input g2_n,
    input clr,
    input clk
    );
    reg [3:0] d_int;
    assign q = (~m & ~n) ? d_int : 4'bZZZZ;
    always @ (posedge clk, posedge clr) begin
        if (clr)
            d_int <= 4'b0000;
        else
            if ( ~g1_n & ~g2_n)
                d_int <= d;
    end
    initial begin
        d_int <= 4'b0000;
    end
endmodule
==> design/flow/run.sh <==
#!/bin/bash
# OpenROAD 26Q1-2900-gdf79404cd8, Yosys 0.63+post, stock flow scripts
make -C /OpenROAD-flow-scripts/flow DESIGN_CONFIG=/design/flow/config.mk WORK_HOME=/design/flow/orfs finish
==> design/flow/config.mk <==
export PLATFORM = sky130hd
export DESIGN_NAME = ic_74173
export DESIGN_NICKNAME = ic_74173
export VERILOG_FILES = /design/flow/design.v
export SDC_FILE = /design/flow/constraint.sdc
export NUM_CORES = 4
export LEC_CHECK = 1
export CORE_AREA = 10 10 70 70
export DIE_AREA = 0 0 80 80
==> design/flow/constraint.sdc <==
current_design ic_74173

set clk_period 1.1
set clk_io_pct 0.2

create_clock -name clk0 -period $clk_period [get_ports {clk}]

set non_clock_inputs [all_inputs -no_clocks]
set_input_delay [expr $clk_period * $clk_io_pct] -clock clk0 $non_clock_inputs
set_output_delay [expr $clk_period * $clk_io_pct] -clock clk0 [all_outputs]
==> reports/summary.txt <==
Drt wl/cell -> 7.18 microns
Type of origin of the critical path -> primary input
Slew margin rel. -> 86.6%
Worst path top cell family by delay -> buffers and inverters
Cells after Synth -> 10
I/O Pins -> 14
Std-Cell Core Area -> 3420 sq um
Final Setup Violations -> 0
Final design utilization -> 11.1%
First-pass DRT Iterations -> 2
Delay contributed by the slowest stage of the critical path -> 0.44 ns
Final worst setup slack -> 0.0302 ns
Result of the run -> complete, no violations
Slowest-stage cell, CP -> sky130_fd_sc_hd__clkdlybuf4s50_1
Total clock buffers created by CTS -> 3
Via/cell ratio -> 1.89
Clk sinks -> 4
Reg-to-Reg End -> d_int[2]$_DFFE_PP0P_
Mapped cell area -> 175 sq um
Fmax -> 935 MHz
Worst slack at placement -> -0.239 ns
Post-synthesis cell type count -> 4
Global-route wire length before repair -> 855 microns
Number of slew-limit violations in the final report -> 0
Routability congestion estimate -> 0.653
Die height -> 80 microns
Maximum Capacitance Violations -> 0
Register name with the most flops -> d_int
Die boundary width -> 80 microns
Vias after detailed routing -> 136
Startpoint of the most critical register-to-register path -> d_int[2]$_DFFE_PP0P_
Worst EP arrival -> 1.18 ns
Total power density per cell area -> 1230 nW/um^2
Port bufs -> 11
Drt first-iter violations -> 6
Layout filler cell count -> 403
Number of cell rows -> 21
Post-route antenna net violation count -> 0
Yosys warning count -> 2
Overall routing resource usage -> 1.90%
Clock tree from TritonCTS -> yes
Clock slew at the register clock pins of the worst setup and hold paths -> 0.04 ns
Crit-path max FO -> 4
Final antenna diode count -> 0
Remaining Overflow, GRT -> 0
Final total negative setup slack -> 0 ns
Setup repair after global routing missed its margin -> false
Number of buffers on the longest clock path -> 2
Synth Register Bits -> 4
Fp util -> 5.13%
Clock insertion delay at the later pin of the skew report -> 0.23 ns
Number of flip-flops in the largest register -> 4
Fraction of the cycle the final worst path needs -> 97.3%
Sum of routed wire length over all layers -> 517 microns
Cells taking the most area after synthesis -> sky130_fd_sc_hd__dfrtp_1, sky130_fd_sc_hd__mux2_4, sky130_fd_sc_hd__nor2_4
Worst-case vdd ir drop -> 0.000403 V
Clock root buffer master -> sky130_fd_sc_hd__clkbuf_4
Average instance area after synthesis -> 17.5 sq um
Clock Skews -> 0 ns
Ordered cell list for the critical path -> clkdlybuf4s50_1 -> nor2_4 -> mux2_4
P_leak -> 0.165 nW
Depth of the worst register-to-register path -> 2
Final Cell Area -> 380 sq um
Minimum clock period after layout -> 1.07 ns
Worst Path Required -> 1.21 ns
Pin slew with the least headroom to its limit -> 0.200 ns
Largest net degree at the start of global routing -> 5
Cell type with the largest total area -> sky130_fd_sc_hd__dfrtp_1
Area share, top type -> 57.1%
Logic area -> 71.3 sq um
Hold-fix buffers, CTS -> 0
Endpoint class of the critical path -> register
Placed cell area -> 343 sq um
Chip Area, Yosys -> 175 sq um
Setup CP Type -> in2reg
Number of antenna violations at the first check in global routing -> 0
Via count of the first global-routing pass -> 186
Sequential cell area fraction in the yosys report -> 57.1%
Cell total in the yosys stat output -> 10
Total number of H-tree levels -> 1
Relative area change from synthesis to final layout -> 117%
Detailed-route DRC error count -> 0
Share of layout cells above drive strength 1 -> 38.5%
Buffer-and-inverter tally for the worst setup path -> 1
Worst hold slack -> 0.180 ns
Tally of OpenROAD warnings -> 27
Final hold violations -> 0
Storage cell area -> 100 sq um
Flop2flop setup slack -> 0.23 ns
Chip area -> 6400 sq um
Hold WC Path Type -> in2async
Largest registers -> d_int x4
==> synthesized netlist by cell type <==
| master | n |
|---|---|
| sky130_fd_sc_hd__nor2_4 | 1 |
| sky130_fd_sc_hd__inv_1 | 1 |
| sky130_fd_sc_hd__mux2_4 | 4 |
| sky130_fd_sc_hd__dfrtp_1 | 4 |
==> worst max-delay path by stage <==
stage,endpoint,startpoint,slack [ns],cells past startpoint
6_report,d_int[3]$_DFFE_PP0P_,g2_n,0.03,3
5_1_grt,q[3],d_int[3]$_DFFE_PP0P_,0.003,1
4_1_cts,d_int[2]$_DFFE_PP0P_,g2_n,0.005,3
==> report_power, final <==
group / leakage, nW / internal [mW] / total (mW) / switching (mW)
combinational: 0.104 / 0.0880 / 0.112 / 0.0243
clock: 0.0138 / 0.121 / 0.174 / 0.0524
sequential: 0.0469 / 0.170 / 0.181 / 0.0114
total: 0.165 / 0.379 / 0.468 / 0.0881
==> through the flow <==
stage | instances | total power, mW
finish | 72 | 0.468
global placement | 67 | 0.293
floorplan | 10 | 0.217
detailed placement | 67 | 0.294
CTS | 71 | 0.471
global route | 72 | 0.516
==> timing repair <==
| item | in CTS | in global routing |
|---|---|---|
| gates resized | 4 | 3 |
| setup endpoints to repair | 4 | 7 |
| setup buffers | 1 | 1 |
| endpoints found under the hold margin | 0 | 0 |
| pin swaps | 0 | 1 |
==> per-layer routing <==
| layer | up-vias | GRT usage [%] | routed length [microns] |
|---|---|---|---|
| met2 | 12 | 1.85 | 118 |
| met5 | - | 0 | 0 |
| met1 | 59 | 2.07 | 269 |
| li1 | 65 | - | - |
| met4 | 0 | 0.176 | 0 |
| met3 | 0 | 3.07 | 129 |
==> cells in the final DEF, fill, tap and decap left out, drive strengths merged <==
cell,n
clkdlybuf4s50,6
dlygate4sd2,2
inv,1
mux2,4
buf,2
dfrtp,4
clkdlybuf4s15,2
dlymetal6s2s,1
clkbuf,3
nor2,1
==> worst register-to-register path: cells and delay by family (launching register included) <==
family   cells  cell delay [ns]
flops        1             0.36
mux          1             0.26
buf+inv      1             0.13
==> final cells by class <==
type | instances | area share, %
clock buffer | 3 | 5.92
inverter | 1 | 0.987
multi-input combinational | 5 | 18.7
sequential | 4 | 26.3
tap | 46 | 15.1
timing repair buffer | 13 | 32.9
==> cells by family after synthesis <==
logic type / share of synthesized area, %
flip-flops: 57.1
buffers and inverters: 2.14
AND/OR/NAND/NOR: 6.43
multiplexers: 34.3
Power is estimated from default activity; no workload was simulated.

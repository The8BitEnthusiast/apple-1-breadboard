==> run.sh <==
#!/bin/bash
# OpenROAD 26Q1-2900-gdf79404cd8, Yosys 0.63+post, stock flow scripts
make -C /OpenROAD-flow-scripts/flow DESIGN_CONFIG=/design/flow/config.mk WORK_HOME=/design/flow/orfs finish
==> config.mk <==
export PLATFORM = sky130hd
export DESIGN_NAME = ic_2504
export DESIGN_NICKNAME = ic_2504
export VERILOG_FILES = /design/flow/design.v
export SDC_FILE = /design/flow/constraint.sdc
export NUM_CORES = 4
export LEC_CHECK = 1
export CORE_UTILIZATION = 50
==> constraint.sdc <==
current_design ic_2504

set clk_period 1.0
set clk_io_pct 0.2

create_clock -name clk0 -period $clk_period [get_ports {clk}]

set non_clock_inputs [all_inputs -no_clocks]
set_input_delay [expr $clk_period * $clk_io_pct] -clock clk0 $non_clock_inputs
set_output_delay [expr $clk_period * $clk_io_pct] -clock clk0 [all_outputs]
==> design.v <==
`timescale 1ns / 1ps
module ic_2504(
    input clk,
    input si,
    output so
    );
    reg [1023:0] tmp;
    always @(posedge clk)
    begin
        tmp <= {tmp[1022:0], si};
    end
    assign so = tmp[1023];
    initial begin
        tmp <= 0;
    end
endmodule
==> flow_results.xml <==
<?xml version="1.0" encoding="UTF-8"?>
<metrics>
  <group name="floorplan">
    <metric name="chip_area" unit="µm²">41800</metric>
    <metric name="floorplan.rows" unit="">73</metric>
    <metric name="initCoreUtil" unit="">0.511</metric>
    <metric name="fp.dieW" unit="µm">204</metric>
    <metric name="core-area" unit="µm²">40100</metric>
    <metric name="die_height" unit="µm">204</metric>
    <metric name="boundaryPins" unit="">3</metric>
  </group>
  <group name="sta">
    <metric name="timing.max_slew.rel_slack" unit="">0.911</metric>
    <metric name="layout_worst_path_cycle_share" unit="">1.17</metric>
    <metric name="worst_pin_slew" unit="ns">0.134</metric>
    <metric name="final.setup.tns" unit="ns">-0.170</metric>
    <metric name="clock_skew" unit="ns">0.00895</metric>
    <metric name="finalHoldViolCount" unit="">0</metric>
    <metric name="setup_viol" unit="">1</metric>
    <metric name="drv_slew" unit="">0</metric>
    <metric name="max_clock_freq" unit="MHz">855</metric>
    <metric name="rsz_0062_raised_after_global_routing" unit="">yes</metric>
    <metric name="final.min_clock_period" unit="ns">1.17</metric>
    <metric name="setup_ws_final" unit="ns">-0.170</metric>
  </group>
  <group name="cts">
    <metric name="clock-sinks" unit="">1024</metric>
    <metric name="cts.htree.levels" unit="">3</metric>
    <metric name="clock_tree.root_cell" unit="">sky130_fd_sc_hd__clkbuf_16</metric>
    <metric name="cts_made_buffers" unit="">89</metric>
    <metric name="tritoncts_clock_tree" unit="">yes</metric>
    <metric name="clk_pin_slew" unit="ns">0.06</metric>
    <metric name="number_of_buffers_between_clock_root_and_the_deepest_sink" unit="">3</metric>
    <metric name="clkLatencyLatePin" unit="ns">0.59</metric>
  </group>
  <group name="logic_synthesis">
    <metric name="ys_dominant_reg_cell" unit="">sky130_fd_sc_hd__dfxtp_1</metric>
    <metric name="synth-compound-area-share" unit="">0</metric>
    <metric name="synthTopCellsByCount" unit="">sky130_fd_sc_hd__dfxtp_1</metric>
    <metric name="synth.yosys.warnings" unit="">1</metric>
    <metric name="yosys.stat.chipArea" unit="µm²">20500</metric>
    <metric name="area_leaders" unit="">sky130_fd_sc_hd__dfxtp_1</metric>
    <metric name="yosysCellCount" unit="">1024</metric>
    <metric name="synth_area_per_cell" unit="µm²">20.0</metric>
    <metric name="synth.largest_area_cell" unit="">sky130_fd_sc_hd__dfxtp_1</metric>
    <metric name="synth.mux.area_fraction" unit="">0</metric>
    <metric name="yosys.area_share.simple" unit="">0</metric>
    <metric name="count_of_distinct_cell_types_in_the_synthesized_netlist" unit="">1</metric>
    <metric name="adder_cell_area_share_of_the_yosys_netlist" unit="">0</metric>
    <metric name="count_of_library_flops_with_an_enable_pin" unit="">0</metric>
    <metric name="flop_and_latch_count_out_of_synthesis" unit="">1024</metric>
    <metric name="async_reset_ff_frac" unit="">0</metric>
    <metric name="synth.cell_area" unit="µm²">20500</metric>
    <metric name="xor_share" unit="">0</metric>
    <metric name="yosysTopAreaCellShare" unit="">1.00</metric>
    <metric name="post_synth_inst_count" unit="">1024</metric>
    <metric name="synth.most_common_cell" unit="">sky130_fd_sc_hd__dfxtp_1</metric>
    <metric name="synth-seq-area-share" unit="">1.00</metric>
  </group>
  <group name="power_and_ir_drop">
    <metric name="power.density" unit="nW/µm²">3090</metric>
    <metric name="ir_worst_vdd" unit="µV">1680</metric>
    <metric name="leakage" unit="nW">9.77</metric>
    <metric name="power" unit="mW">74.8</metric>
  </group>
  <group name="run">
    <metric name="stage_log_warnings" unit="">28</metric>
    <metric name="max_cap_check_violation_count" unit="">0</metric>
  </group>
  <group name="worst_setup_path">
    <metric name="slowest_stage" unit="">sky130_fd_sc_hd__dfxtp_1</metric>
    <metric name="worstPathCellList" unit="">buf_2</metric>
    <metric name="cp_max_fo" unit="">1</metric>
    <metric name="critical-path-max-stage-delay" unit="ns">0.30</metric>
    <metric name="timing.critical_path.arrival" unit="ns">0.97</metric>
    <metric name="worstSetupEndpointType" unit="">primary output</metric>
    <metric name="worst_path_dominant_cell_family" unit="">flip-flops</metric>
    <metric name="worst-path-buf-inv" unit="">1</metric>
    <metric name="timing.critical_path.required" unit="ns">0.80</metric>
    <metric name="timing_worst_setup_path_type" unit="">flop to primary output</metric>
    <metric name="cp-start-kind" unit="">flop</metric>
  </group>
  <group name="cells_and_area">
    <metric name="logic_area" unit="µm²">0</metric>
    <metric name="ratio_of_cells_with_drive_above_1_in_the_final_layout" unit="">0.120</metric>
    <metric name="post-route-cell-area" unit="µm²">24200</metric>
    <metric name="registers_with_the_highest_flip_flop_counts" unit="">tmp: 1024 flops</metric>
    <metric name="final-seq-area" unit="µm²">20500</metric>
    <metric name="registers.top_by_ff_count" unit="">tmp</metric>
    <metric name="logic_gates" unit="">0</metric>
    <metric name="largest_register_ff_count" unit="">1024</metric>
    <metric name="areaGrowthSynthToFinish" unit="%">18.1</metric>
    <metric name="filler_cell_count" unit="">2824</metric>
  </group>
  <group name="global_routing">
    <metric name="grt_max_degree" unit="">16</metric>
    <metric name="grt-ovfl-total" unit="">0</metric>
    <metric name="gr-usage-all-layers" unit="">0.0977</metric>
    <metric name="grt_pass1_vias" unit="">6337</metric>
    <metric name="grt_first_pass_wirelength" unit="mm">31.2</metric>
    <metric name="antenna_found_initial" unit="">0</metric>
  </group>
  <group name="drt">
    <metric name="total_routed_length" unit="mm">18.1</metric>
    <metric name="firstDrtPassIters" unit="">3</metric>
    <metric name="antenna_violating_nets_post_route" unit="">0</metric>
    <metric name="routed-wl-met2" unit="mm">5.33</metric>
    <metric name="detail_route.vias_per_cell" unit="">3.78</metric>
    <metric name="routed_wire_length_per_instance" unit="µm">10.5</metric>
    <metric name="initialDrtViolationCount" unit="">258</metric>
    <metric name="drt_drc_violations_left" unit="">0</metric>
    <metric name="dr.max_layer_used" unit="">met4</metric>
    <metric name="num_antenna_cells" unit="">0</metric>
    <metric name="route.layer.met1.wl" unit="mm">11.0</metric>
    <metric name="detailroute.via_count" unit="">6479</metric>
    <metric name="dr_wl_met3" unit="mm">1.02</metric>
  </group>
  <group name="placed_design">
    <metric name="detailedPlacementHpwl" unit="mm">6.02</metric>
    <metric name="gp_routability_congestion" unit="">0.699</metric>
    <metric name="io_buffer_count" unit="">2</metric>
    <metric name="post_dp_cell_area" unit="µm²">21200</metric>
  </group>
  <group name="status">
    <metric name="run_status" unit="">complete, but fails checks</metric>
    <metric name="violations" unit="">negative setup slack</metric>
  </group>
  <group name="min_path">
    <metric name="timing.hold.worst.class" unit="">input port to flop</metric>
  </group>
</metrics>
## final timing paths
path | from | to | slack (ns) | cells past startpoint
max | tmp[1023] | so | -0.17 | 1
min reg2reg | tmp[246] | tmp[247] | 0.32 | 0
max reg2reg | tmp[686] | tmp[687] | 0.57 | 0
min | si | tmp[0] | 0.05 | 1
## routing by layer
layer  vias up  GRT usage
met2       104     0.0920
met1      2969      0.201
met4         0     0.0421
li1       3344          -
met5         -          0
met3        62     0.0329
## where the power goes
part	internal, mW	switching, mW
registers	40.9	0.0222
clock network	20.4	13.5
logic	0.00332	0.000308
## layout by cell type (no fill, tap or decap)
master                            count
sky130_fd_sc_hd__buf_2                1
sky130_fd_sc_hd__bufinv_16            5
sky130_fd_sc_hd__clkbuf_1            19
sky130_fd_sc_hd__clkbuf_16           93
sky130_fd_sc_hd__clkbuf_8            28
sky130_fd_sc_hd__clkdlybuf4s50_1      1
sky130_fd_sc_hd__clkinv_2            11
sky130_fd_sc_hd__clkinv_4             2
sky130_fd_sc_hd__clkinvlp_4           1
sky130_fd_sc_hd__dfxtp_1           1024
sky130_fd_sc_hd__inv_6                2
## per-stage QoR
| step | hold slack [ns] | std cells | util | worst slack (ns) |
|---|---|---|---|---|
| after CTS | 0.0131 | 1712 | 0.604 | -0.223 |
| final | 0.0518 | 1712 | 0.604 | -0.170 |
| after global routing | 0.0194 | 1712 | 0.604 | -0.236 |
| after floorplan | 0.228 | 1024 | - | 0.538 |
| after detailed placement | 0.312 | 1551 | 0.528 | 0.0591 |
| after global placement | 0.312 | 1551 | 0.528 | 0.0542 |
## final cells by class
class,count,area share
flip-flops and latches,1024,0.847
well taps,525,0.0271
clock inverters,21,0.0102
repair buffers,2,0.000620
clock buffers,140,0.115
## cell families after synthesis
family and after synthesis:
DFF 1024
## timing repair
| item | 4_1_cts | 5_1_grt |
|---|---|---|
| buffers inserted | 0 | 0 |
| setup endpoints to repair | 1 | 1 |
| gates resized | 3 | 0 |
| gates cloned | 0 | 0 |
| hold buffers | 0 | 0 |
Power and IR drop assume default switching activity.
